$ cat design/flow/config.mk
export PLATFORM = sky130hd
export DESIGN_NAME = RF
export DESIGN_NICKNAME = RF
export VERILOG_FILES = /design/flow/design.v
export SDC_FILE = /design/flow/constraint.sdc
export NUM_CORES = 4
export LEC_CHECK = 1
export CORE_AREA = 10 10 70 70
export DIE_AREA = 0 0 80 80
$ cat design/flow/constraint.sdc
current_design RF

set clk_period 1.2
set clk_io_pct 0.2

create_clock -name clk0 -period $clk_period [get_ports {clk}]

set non_clock_inputs [all_inputs -no_clocks]
set_input_delay [expr $clk_period * $clk_io_pct] -clock clk0 $non_clock_inputs
set_output_delay [expr $clk_period * $clk_io_pct] -clock clk0 [all_outputs]
$ cat design/flow/design.v
`timescale 1ns / 1ps
module RF(A, B, SA, SB, D, DA, W, rst, clk);
output [3:0]A;  
output [3:0]B;  
input SA;  
input SB;  
input [3:0]D;  
input DA;  
input W;  
input rst;  
input clk;
wire [1:0]load_enable;
wire [3:0]R00, R01;
Decoder1to2 decoder (load_enable, DA, W);
RegisterNbit reg00 (D,R00,load_enable[0], rst, clk);  
RegisterNbit reg01 (D,R01,load_enable[1], rst, clk);
Mux2to1Nbit muxA (A,R00, R01, SA);
Mux2to1Nbit muxB (B,R00, R01,SB);
endmodule
module RegisterNbit(D, Q, L, R, clock);
parameter N = 4;  
output reg [N-1:0]Q;  
input [N-1:0]D;  
input L;  
input R;  
input clock;  
always @(posedge clock or posedge R) begin
if(R)
Q<=0;
else if(L)
Q<=D;
else
Q<=Q;
end
endmodule
module Decoder1to2(m, S, en);
input S;  
input en;  
output [1:0]m;  
assign m[0] = ~S&en;
assign m[1] = S&en;
endmodule
module Mux2to1Nbit(o, i1,i2, s);
input [3:0] i1,i2;
input s;
output reg [3:0] o;
always @(s or i1 or i2)
begin
case (s)
1'b0 : o = i1;
1'b1 : o = i2;
default : o = 4'b0;
endcase
end
endmodule
$ cat design/flow/run.sh
#!/bin/bash
# OpenROAD 26Q1-2900-gdf79404cd8, Yosys 0.63+post, stock flow scripts
make -C /OpenROAD-flow-scripts/flow DESIGN_CONFIG=/design/flow/config.mk WORK_HOME=/design/flow/orfs finish
==> Slide: Implementation Results <==
Flow Results at a Glance

Die
  – Std-Cell Rows: 21
  – Core Box Area: 0.00342 mm^2
  – Die W: 80 um
  – Io pins: 18
  – Vert. Die Dim: 80 um
  – Die area: 0.00640 mm^2
  – Initial Utilization: 12.3%

Power and ir drop
  – Leak Pwr: 0.369 nW
  – PD cells: 1130 mW/mm^2
  – Worst VDD drop: 408 uV

STA
  – Final hold violations: 0
  – Worst-margin pin slew: 0.305 ns
  – Setup violations, final: 8
  – RSZ-0062 raised after global routing: true
  – Relative slew slack: 79.6%
  – Clock Skew: 0 ns
  – Slew Limit Fails: 0
  – Max frequency: 0.733 GHz
  – Fin crit period: 1.36 ns
  – Setup TNS: -0.870 ns
  – Post-route setup slack: -0.164 ns
  – Tcrit/Tclk final: 114%

Route
  – Routed wire length: 1.21 mm
  – Final ANT Viol Nets: 0
  – DRC Markers: 0
  – Router iterations before antenna repair: 4
  – Routed vias/inst: 3.14
  – Via count: 330
  – Detailed-route wire length per cell: 11.5 um
  – Antenna Cells: 0
  – Iteration-0 DRC count of the detailed router: 10

Critical path
  – Critical path, cell by cell: buf_6 -> mux2_4 -> buf_6
  – Cell mode on critical path: buf_6
  – Buffer-and-inverter tally for the worst setup path: 2
  – CP Launch Type: register
  – R2R depth: 3
  – Arrival @ worst endpoint: 1.12 ns
  – Crit-path leading delay family: flip-flops
  – Crit-path max FO: 2
  – Crit path DRT: 0.96 ns
  – CP peak stage delay: 0.38 ns
  – Critical Path Slowest Stage Cell: dfrtp_1
  – Setup Crit Path Kind: reg -> out
  – Worst path depth: 3
  – Crit end category: output port

Clocking
  – Clk latency of the worst-skew pair: 0.25 ns
  – Clock buffer depth: 2
  – Reg clk slew, reported paths: 0.05 ns
  – TritonCTS Buffers: 3
  – Hold_buf cts: 0
  – CTS tree: built
  – Htree depth: 1
  – Clock sinks: 8
  – Clk Tree Root Cell: clkbuf_4

Finish
  – Utilization of the core after routing: 22.8%
  – Final instance area: 778 um^2
  – Proportion of layout cells with a drive suffix above 1: 72.9%
  – Fin cells: 105
  – Area grow syn2layout: 85.7%

Global routing
  – Vias in the first global route: 390
  – Initial antenna violation count: 0
  – Overall Global Routing Usage: 4.12%
  – Largest net degree at the start of global routing: 9
  – First-pass GRT wire length: 2.01 mm
  – Grt total ovfl: 0

Placement
  – Placer's final routability congestion estimate: 0.730
  – Placed cell area: 669 um^2
  – Placed insts: 93
  – Buffers on Ports: 17

Synth
  – Yosys top cell by area: dfrtp_1
  – Post-Syn Area per Cell: 15.5 um^2
  – Yosys stat cell total: 27
  – Synthesized registers: 8
  – Largest cells by area: dfrtp_1, mux2_2, mux2_4, nor2b_4, nand2_2
  – Mapped Area: 419 um^2
  – Syn. warnings: 2
  – Top-area cell share: 47.8%
  – Post-Syn Instances: 27
  – Chip area estimate from yosys synthesis: 419 um^2
  – Cell Type Count: 6
  – Seq share, synth: 47.8%

Status
  – Failing checks: negative setup slack
  – Status: finished with violations

Job
  – Max cap viols: 0
  – OpenROAD warning count: 27

Hold path
  – Min-delay worst type: in -> async
==> through the flow <==
stage | hold WS (ns) | total power [mW] | setup WS [ns]
floorplan | 0.0557 | 0.433 | 0.354
global placement | 0.508 | 0.603 | -0.672
detailed placement | 0.512 | 0.608 | -0.675
CTS | 0.253 | 0.868 | -0.173
global route | 0.280 | 0.944 | -0.225
finish | 0.247 | 0.878 | -0.164
==> synth_stat cells (all sizes together) <==
cell and number:
mux2 16, dfrtp 8, nor2b 1, inv 1, nand2 1
==> cell families after synthesis <==
kind of cell / Yosys count / synth area share, %
buf+inv: 1 / 0.895
flops: 8 / 47.8
mux: 16 / 46.6
simple gates: 2 / 4.78
==> what timing repair did <==
action,CTS,global route
gates resized,39,4
endpoints found under the setup margin,8,8
setup buffers,9,0
==> power breakdown <==
group | internal (mW) | total [mW] | switching [mW]
registers | 0.311 | 0.337 | 0.0265
clock network | 0.114 | 0.201 | 0.0866
logic | 0.257 | 0.341 | 0.0838
==> state kept, by name, summed over array words and instances, names as in the netlist <==
name	count
reg00.Q	4
reg01.Q	4
==> placed cells by master, fill, tap and decap left out <==
cell type,n
mux2_4,10
buf_4,8
dfrtp_1,8
clkdlybuf4s50_1,7
buf_6,7
mux2_2,6
buf_2,5
clkbuf_4,3
clkdlybuf4s15_2,2
nand2_2,1
nor2b_4,1
inv_1,1
==> final timing paths <==
| path | from | slack [ns] | endpoint |
|---|---|---|---|
| min reg2reg | reg01.Q[3] | 0.54 | reg01.Q[3] |
| max | reg00.Q[0] | -0.16 | A[0] |
| min | rst | 0.25 | reg01.Q[2] |
| min in group clk0 | reg01.Q[3] | 0.54 | reg01.Q[3] |
| max reg2reg | reg01.Q[0] | 0.22 | reg01.Q[0] |
| max in group asynchronous | rst | 0.72 | reg00.Q[1] |
==> layout make-up <==
class	count	area, um^2
fill	373	2640
timing repair buffer	29	256
multi-input combinational	18	238
sequential	8	200
tap	46	57.6
clock buffer	3	22.5
inverter	1	3.75
==> worst reg2reg max path, stage by stage, from the launching register on <==
cell     delay (ns)
dfrtp_1        0.37
buf_4          0.13
buf_4          0.12
mux2_4         0.24
==> layer usage <==
| metal | vias to the layer above | wire length, um | GRT usage (%) |
|---|---|---|---|
| met5 | - | 0 | 0 |
| met4 | 0 | 4 | 0.176 |
| met3 | 2 | 143 | 2.95 |
| met2 | 12 | 572 | 6.42 |
| met1 | 154 | 490 | 4.73 |
| li1 | 162 | - | - |
Power is estimated from default activity; no workload was simulated.
