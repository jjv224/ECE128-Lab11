**./run.sh**
```bash
#!/bin/bash
# OpenROAD 26Q1-2900-gdf79404cd8, Yosys 0.63+post, stock flow scripts
make -C /OpenROAD-flow-scripts/flow DESIGN_CONFIG=/design/flow/config.mk WORK_HOME=/design/flow/orfs finish
```
**./config.mk**
```make
export PLATFORM = sky130hd
export DESIGN_NAME = multiplier
export DESIGN_NICKNAME = multiplier
export VERILOG_FILES = /design/flow/design.v
export SDC_FILE = /design/flow/constraint.sdc
export NUM_CORES = 4
export LEC_CHECK = 1
export CORE_AREA = 10 10 70 70
export DIE_AREA = 0 0 80 80
```
**./constraint.sdc**
```tcl
current_design multiplier

set clk_period 3.4
set clk_io_pct 0.2

create_clock -name clk0 -period $clk_period

set non_clock_inputs [all_inputs -no_clocks]
set_input_delay [expr $clk_period * $clk_io_pct] -clock clk0 $non_clock_inputs
set_output_delay [expr $clk_period * $clk_io_pct] -clock clk0 [all_outputs]
```
**./design.v**
```verilog
`timescale 1ns / 1ps
module multiplier(a,b,p);
input [3:0] a,b;
wire [3:0]m0;
wire [4:0]m1;
wire [5:0]m2;
wire [6:0]m3;
wire [7:0] s1,s2,s3;
output [7:0] p;
assign m0 = {4{a[0]}} & b[3:0];
assign m1 = {4{a[1]}} & b[3:0];
assign m2 = {4{a[2]}} & b[3:0];
assign m3 = {4{a[3]}} & b[3:0];
assign s1 = m0+ (m1<<1);
assign s2 = s1+ (m2<<2);
assign s3 = s2+ (m3<<3);
assign p = s3;
endmodule
```
==> qor.csv <==
stage,metric,value,unit
global_routing,grtUsageMet3,0.0170,
yosys,synthCells,42,
final_layout,stdcell_area,681,sq um
drt,drt_iter0_markers,21,
drt,drc,0,
yosys,yosys.area.top_type_share,0.325,
drt,diodes,0,
yosys,yosys.cell_types.count,10,
power_and_ir_drop,p_leak,0.353,nW
global_routing,use_met2,0.0337,
sta,hold_viol_final,0,
setup_path,required,2.72,ns
final_layout,syn2layout_area_growth,76.6,%
setup_path,worst-path-max-fanout,2,
placed_design,dpl-instance-area,648,sq um
global_routing,grt_use_met1,0.0560,
global_routing,busiest_layer,met1,
final_layout,clkbuf_count,0,
setup_path,critPathLaunchType,input port,
worst_hold_path,hp-start,b[3],
die,core_area,3420,sq um
global_routing,track_usage,0.0327,
setup_path,arrival,3.08,ns
job,warning_count,35,
die,die_w,80,um
power_and_ir_drop,p_total,0.104,mW
worst_hold_path,min_to,p[7],
global_routing,grt_pass1_vias,374,
yosys,synth_chip_area,385,sq um
die,num_rows,21,
yosys,top_cells_by_count,"and2_1 (12), ha_1 (10), fa_1 (5)",
drt,via_per_inst,3.33,
yosys,ys_seq_share,0,
worst_hold_path,hold_depth,5,
final_layout,seq_cell_count,0,
drt,wl_per_cell,8.92,um
sta,period_minus_slack,3.76,ns
yosys,synth_top_cell_by_count,and2_1,
power_and_ir_drop,powerDensity,153,nW/um^2
global_routing,grt.overflow.total,0,
drt,drt-total-wl,1010,um
final_layout,final_core_util,0.199,
sta,drv_slew,0,
yosys,yosys_warnings,0,
setup_path,cp_cell_sequence,buf_8 -> and2_4 -> fa_1 -> inv_1 -> fa_1 -> inv_2 -> ha_4 -> fa_2 -> a21o_1 -> a21oi_2 -> xnor2_1 -> buf_2,
placed_design,dp_hpwl,850,um
setup_path,cp-end-kind,output pin,
setup_path,cpPeakStageDelay,0.53,ns
sta,grt_setup_unrepaired,true,
final_layout,seq_area,0,sq um
job,cap_violations,0,
yosys,ys_cells,42,
setup_path,crit_type,input port to output pin,
power_and_ir_drop,vdd_drop_max,0.0549,mV
run_status,violations,negative setup slack,
die,dieHeight,80,um
worst_hold_path,hold_class,input port to output pin,
global_routing,grt_max_degree,5,
placed_design,gp_congestion,0.732,
run_status,status,"complete, but fails checks",
die,fp_util,0.113,
yosys,postSynthAreaPerCell,9.18,sq um
sta,max_freq,266,MHz
sta,finalCritPeriodShare,1.11,
drt,firstDrtPassIters,3,
drt,vias,376,
final_layout,fillCellCount,397,
global_routing,grt_pass1_wl,1730,um
yosys,top_cells_by_area,"ha_1 (32%), fa_1 (26%), and2_1 (19%)",
placed_design,io_buffers,16,
sta,tightest_slew,0.127,ns
global_routing,grt_antenna_before_repair,0,
yosys,yosysTopAreaCell,ha_1,
sta,fin_setup_tns,-0.859,ns
sta,relSlewSlack,0.914,
die,die_area,6400,sq um
drt,ant_nets,0,
sta,fin_ws,-0.357,ns
final_layout,drive_gt1_frac,0.448,
yosys,syn_area,385,sq um
setup_path,cp_common_cell,fa_1,
setup_path,cp_slowest_cell,fa_1,
die,ios,16,
sta,setup_violations,4,
-- how the worst max path moves through the flow --
stage                 startpoint  slack (ns)  cells after the start    to
after CTS                   a[1]       -0.44                     12  p[7]
after global routing        a[1]       -0.47                     12  p[7]
final                       a[1]       -0.36                     12  p[7]
-- what timing repair did --
| action | 4_1_cts | 5_1_grt |
|---|---|---|
| hold buffers | 0 | 0 |
| buffers inserted | 2 | 2 |
| pin swaps | 13 | 8 |
| hold endpoints to repair | 0 | 0 |
| gates resized | 51 | 3 |
| setup endpoints to repair | 5 | 4 |
-- cell type report --
class | instances | area (sq um) | share of cell area
inverter | 4 | 15.0 | 0.0221
multi-input combinational | 38 | 412 | 0.605
timing repair buffer | 25 | 196 | 0.289
tap | 46 | 57.6 | 0.0846
-- through the flow --
step                setup slack, ns  cells  hold WS [ns]
floorplan                   -0.0796     42          1.43
global placement              -1.17    109          2.39
detailed placement            -1.18    109          2.41
CTS                          -0.436    111          1.93
global route                 -0.467    113          2.00
finish                       -0.357    113          1.92
-- placed cells by master, fill, tap and decap left out --
cell             count
dlygate4sd2_1        3
xnor2_1              2
buf_2                7
a21o_1               2
ha_1                 8
ha_4                 2
fa_1                 3
a21oi_2              2
xor2_1               1
fa_2                 2
clkdlybuf4s50_1      3
inv_2                2
buf_4                9
nand2_1              4
and2_1               9
inv_1                2
buf_8                1
buf_6                2
and2_4               3
-- kinds of logic after synthesis --
kind of cell	after synthesis	share of synthesized area
and+or+nand+nor	16	0.234
adders and majority gates	15	0.584
AOI/OAI and AO/OA	4	0.0747
buffers and inverters	4	0.0389
xor gates and xnor gates	3	0.0682
-- critical path, delay by kind of cell --
| family | cells | cell delay [ns] |
|---|---|---|
| compound gates | 2 | 0.29 |
| xor+xnor | 1 | 0.12 |
| fa+ha+maj | 4 | 1.54 |
| buf+inv | 4 | 0.31 |
| simple gates | 1 | 0.15 |
-- layer usage --
metal	share of wire	wire, um
met2	0.30	306
met3	0.13	135
met5	0	0
met1	0.56	567
met4	0	0
-- power by group --
group	switching (mW)	internal (mW)	total, mW
clock	0	0	0
sequential	0	0	0
combinational	0.0405	0.0636	0.104
Power and IR drop assume default switching activity.
